File: ./design.v
module neuron #(
    parameter int PW = 8
)(
    input logic           clk,
    input logic           rst,
    input logic [PW-1:0]  x,
    input logic [PW-1:0]  w,
    input logic [PW-1:0]  threshold,
    input logic           valid_in,
    input logic           last,
    output logic          y,
    output logic [PW-1:0] popcount,
    output logic          valid_out
);
    logic acc_en;
    logic acc_clr;
    neuron_struct #(
        .PW(PW)
    ) neuron_struct_inst (
        .x(x),
        .w(w),
        .threshold(threshold),
        .clk(clk),
        .rst(rst),
        .acc_en(acc_en),
        .acc_clr(acc_clr),
        .y(y),
        .popcount(popcount)
    );
    neuron_cont #(
        .PW(PW)
    ) neuron_cont_inst (
        .valid_in(valid_in),
        .last(last),
        .clk(clk),
        .rst(rst),
        .valid_out(valid_out),
        .acc_en(acc_en),
        .acc_clr(acc_clr)
    );
endmodule
module neuron_cont # (
    parameter int PW = 8
)(
    input logic          valid_in,
    input logic          last,
    input logic          clk,
    input logic          rst,
    output logic         valid_out,
    output logic         acc_en,
    output logic         acc_clr
);
    assign acc_en = valid_in;
    logic last_r, last_r2, last_r2_d;
    assign valid_out = last_r2 & ~last_r2_d; 
    assign acc_clr = last_r;
    always_ff @(posedge clk or posedge rst) begin
        if(rst) begin
            last_r <= 1'b0;
            last_r2 <= 1'b0;
            last_r2_d <= 1'b0;
        end
        else begin
            last_r <= last;
            last_r2 <= last_r;
            last_r2_d <= last_r2;
        end
    end
endmodule
module neuron_struct #(
    parameter int PW = 8  
) (
    input logic [PW-1:0]         x,
    input logic [PW-1:0]         w,
    input logic [PW-1:0]         threshold,
    input logic                  clk,
    input logic                  rst,
    input logic                  acc_en,
    input logic                  acc_clr,
    output logic                 y,
    output logic [PW-1:0]        popcount
);
    logic [PW-1:0] accumulator_r;
    logic [PW-1:0] threshold_r;
    logic [PW-1:0] xnor_vals;
    logic [PW-1:0] beat_count;
    logic [PW-1:0] out_popcount_r;
    logic [PW-1:0] out_threshold_r;
    logic [PW-1:0] accum_next;
    assign beat_count = popcount_fn(xnor_vals);
    assign popcount = out_popcount_r;
    assign y = (out_popcount_r >= out_threshold_r) ? 1'b1 : 1'b0;
    assign xnor_vals = ~(x ^ w);
    assign accum_next = acc_en ? (accumulator_r + beat_count) : accumulator_r;
    function automatic logic [PW-1:0] popcount_fn(
        input logic [PW-1:0] v
    );
        int i;
        begin
            popcount_fn = '0;
            for (i = 0; i < PW; i++) begin
                if(v[i]) popcount_fn++;
            end
        end
    endfunction
    always_ff @(posedge clk or posedge rst) begin
        if(rst) begin
            accumulator_r <= '0;
            threshold_r <= '0;
            out_popcount_r <= '0;
            out_threshold_r<= '0;
        end
        else begin
            if(acc_clr) begin
                out_popcount_r  <= accumulator_r;
                out_threshold_r <= threshold_r;
            end
            if(acc_clr && acc_en) begin
                accumulator_r <= beat_count;
                threshold_r <= threshold;
            end
            else if (acc_clr) begin
                accumulator_r <= '0;
                threshold_r <= '0;
            end
            else if(acc_en) begin
                accumulator_r <= accumulator_r + beat_count;
                threshold_r <= threshold;
            end
        end
    end
endmodule
File: ./run.sh
#!/bin/bash
# OpenROAD 26Q1-2900-gdf79404cd8, Yosys 0.63+post, stock flow scripts
make -C /OpenROAD-flow-scripts/flow DESIGN_CONFIG=/design/flow/config.mk WORK_HOME=/design/flow/orfs finish
File: ./config.mk
export PLATFORM = sky130hd
export DESIGN_NAME = neuron
export DESIGN_NICKNAME = neuron
export VERILOG_FILES = /design/flow/design.v
export SDC_FILE = /design/flow/constraint.sdc
export NUM_CORES = 4
export LEC_CHECK = 1
export CORE_UTILIZATION = 50
File: ./constraint.sdc
current_design neuron

set clk_period 3.5
set clk_io_pct 0.2

create_clock -name clk0 -period $clk_period [get_ports {clk}]

set non_clock_inputs [all_inputs -no_clocks]
set_input_delay [expr $clk_period * $clk_io_pct] -clock clk0 $non_clock_inputs
set_output_delay [expr $clk_period * $clk_io_pct] -clock clk0 [all_outputs]
==> results_dict.tcl <==
# collected from the flow reports
set metrics [dict create \
    antenna_left 0 \
    worstPathArrival_ns 5.11 \
    htreeDepth 2 \
    coreArea_um2 4690 \
    place.gp.congestion 0.770 \
    ys_cells 251 \
    ir_drop_v 0.000412 \
    synth_cell_types 46 \
    io_pins 38 \
    cts_max_path_buffers 2 \
    simple_gate_share 0.133 \
    post_synth_ao_oa_area_fraction 0.159 \
    p_leak_nw 1.78 \
    worstHoldPathType "reg -> reg" \
    cp.depth 29 \
    cts_hold_buffers 0 \
    drc 0 \
    logic_area_um2 1790 \
    cts.sinks 35 \
    register_area_um2 876 \
    outcome "complete, but fails checks" \
    n_antenna_cell 0 \
    track_usage 0.198 \
    period_used_share 1.40 \
    synth_seq_share 0.359 \
    slew_headroom 0.524 \
    cts_tree "yes" \
    finalHoldViolCount 0 \
    ys_ff 35 \
    synth-async-reset-ratio 1.00 \
    holdPathStages 0 \
    fin_worst_skew_ns 0.00268 \
    grt_pass1_wl_mm 8.07 \
    slowest_delay_ns 0.34 \
    first_iter_violations 56 \
    warning_count 29 \
    ys_chip_area_um2 2440 \
    clk-insertion-delay-late_ns 0.28 \
    cts_buffers 5 \
    routed_wirelength_mm 4.68 \
    top_logic_kind "AND-OR/OR-AND gates" \
    post-dp-hpwl_mm 3.27 \
    portBuffers 37 \
    critPathTopFamily "adder cells" \
    setup_slack_ns -1.40 \
    die_width_um 71.8 \
    critPathSlowestCell "ha_1" \
    required_ns 3.71 \
    fillers 308 \
    final-setup-viol-count 7 \
    cp-start-kind "primary input" \
    slew_violations 0 \
    xor_share 0.130 \
    cts_root_buffer "clkbuf_8" \
    cp-end-kind "flip-flop" \
    drt_pass1_iterations 6 \
    maxCapViolations 0 \
    grt_pass1_vias 1907 \
    rsz0062_at_grt "yes" \
    ys_sh_mux 0.0534 \
    yosysWarnings 2 \
    antenna_found_initial 0 \
    fa_ha_area_frac 0.116 \
    path_buffers 3 \
    overflow 0 \
    worst_pin_slew_ns 0.708 \
    synthFlopType "dfrtp_1" \
    num_rows 25 \
    edf_count 0 \
    layout_min_cycle_time_ns 4.90 \
    grt_max_degree 36 \
    die_area_um2 5160 \
    pre_cts_slack_ns -2.17 \
    initCoreUtil 0.519 \
    netlist_area_um2 2440 \
    cts.clk_slew.worst_paths_ns 0.07 \
    failed_checks "setup timing" \
    hold_slack_ns 0.367 \
    syn_inst 251 \
    die_y_um 71.8 \
    critPathKind "in -> reg" \
    via_per_inst 5.00 \
    syn_to_final_growth_pct 52.0 \
    power.density_nw_per_um2 693 \
    synth.avg_cell_area_um2 9.71 \
    drt-wirelength-per-cell_um 11.7 \
    path_max_fanout 3 \
    via_count 1998 \
    ff2ff_path_depth 11 \
    fmax_mhz 204 \
    drive_gt1_frac 0.376 \
]
==> through the flow <==
stage	utilization	TNS [ns]	cell area [um^2]	power, mW	std cells
detailed placement	0.718	-14.29	3370	1.89	387
global placement	0.718	-14.02	3370	1.88	387
CTS	0.757	-8.81	3550	2.29	397
global route	0.790	-9.96	3700	2.77	400
finish	0.790	-8.39	3700	2.57	400
floorplan	-	-9.63	2580	1.40	252
==> worst paths after layout <==
check / start / to / slack (ns)
hold reg to reg: neuron_cont_inst.last_r2$_DFF_PP0_ / neuron_cont_inst.last_r2_d$_DFF_PP0_ / 0.37
setup / recovery: w[0] / neuron_struct_inst.accumulator_r[7]$_DFFE_PP0P_ / -1.40
min in group asynchronous: rst / neuron_struct_inst.accumulator_r[7]$_DFFE_PP0P_ / 0.81
setup reg to reg: neuron_struct_inst.accumulator_r[0]$_DFFE_PP0P_ / neuron_struct_inst.accumulator_r[6]$_DFFE_PP0P_ / 1.52
hold / removal: neuron_cont_inst.last_r2$_DFF_PP0_ / neuron_cont_inst.last_r2_d$_DFF_PP0_ / 0.37
max in group asynchronous: rst / neuron_struct_inst.out_threshold_r[1]$_DFFE_PP0P_ / 2.38
==> metal layers <==
layer  GRT usage  vias to the layer above  wire (um)
met1       0.328                      904       2510
met5           0                        -          0
met2       0.298                       35       1980
met3      0.0328                        7        151
li1            -                     1052          -
met4      0.0153                        0         42
==> layout by cell type, fill, tap and decap left out, types with 4 or more instances in the layout <==
cell type	netlist	layout
a21o_1	8	8
nor2_1	11	10
ha_1	21	15
xnor2_1	19	9
clkbuf_8	0	6
dfrtp_1	35	35
nand2b_1	7	5
mux2_2	8	8
inv_1	22	20
a21oi_1	10	8
buf_4	2	56
xnor2_4	1	4
ha_4	0	6
clkdlybuf4s50_1	0	31
xnor2_2	2	9
nand2_1	25	21
o21ai_0	21	16
==> what timing repair did <==
| item | in CTS | in global routing |
|---|---|---|
| setup buffers | 3 | 3 |
| gates cloned | 0 | 0 |
| resized | 46 | 23 |
| pin swaps | 32 | 16 |
| endpoints found under the setup margin | 8 | 8 |
==> final cells by class <==
cell class / instances / area share
flip-flops and latches: 35 / 0.236
multi-input cells: 188 / 0.484
clock inverters: 1 / 0.00135
well taps: 54 / 0.0182
inverters: 22 / 0.0223
repair buffers: 94 / 0.215
clock buffers: 6 / 0.0223
==> cells in the mapped netlist, types with 4 or more instances <==
master | count | area share
inv_1 | 22 | 0.034
dfrtp_1 | 35 | 0.36
clkbuf_1 | 4 | 0.0062
mux2i_1 | 4 | 0.016
nand2_1 | 25 | 0.039
xnor2_1 | 19 | 0.068
nor2b_1 | 5 | 0.013
a21oi_1 | 10 | 0.021
nand2b_1 | 7 | 0.018
a21o_1 | 8 | 0.025
ha_1 | 21 | 0.11
nor2_1 | 11 | 0.017
mux2_2 | 8 | 0.037
o21ai_0 | 21 | 0.043
==> state kept, by name (all words and copies together), names as in the netlist <==
register / count
neuron_struct_inst.threshold_r: 8
neuron_cont_inst.last_r2: 1
neuron_struct_inst.out_popcount_r: 8
neuron_cont_inst.last_r: 1
neuron_cont_inst.last_r2_d: 1
neuron_struct_inst.accumulator_r: 8
neuron_struct_inst.out_threshold_r: 8
==> cells by family (layout without fill, tap and decap cells) <==
family	Yosys count	count (layout)
multiplexers	12	12
other	1	2
AND-OR/OR-AND	58	58
AND/OR/NAND/NOR	66	66
adder cells (fa/ha/maj)	22	22
flip-flops	35	35
XOR/XNOR	28	28
buffers and inverters	29	123
==> power by group <==
group	leakage (nW)	total (mW)	switching [mW]	internal, mW
Sequential	0.449	0.528	0.0538	0.474
Combinational	1.28	1.75	0.706	1.04
Clock	0.0470	0.292	0.138	0.154
Power is estimated from default activity; no workload was simulated.
