`flow/config.mk`:
```
export PLATFORM = sky130hd
export DESIGN_NAME = img_data_fifo
export DESIGN_NICKNAME = img_data_fifo
export VERILOG_FILES = /design/flow/design.v
export SDC_FILE = /design/flow/constraint.sdc
export NUM_CORES = 4
export LEC_CHECK = 1
export CORE_UTILIZATION = 40
```
`flow/constraint.sdc`:
```
current_design img_data_fifo

set clk_period 19.7
set clk_io_pct 0.2

create_clock -name clk0 -period $clk_period [get_ports {clk}]

set non_clock_inputs [all_inputs -no_clocks]
set_input_delay [expr $clk_period * $clk_io_pct] -clock clk0 $non_clock_inputs
set_output_delay [expr $clk_period * $clk_io_pct] -clock clk0 [all_outputs]
```
`flow/design.v`:
```
module img_data_fifo #(
    parameter int WIDTH = 16,
    parameter int INPUTS = 784,
    parameter int NUM_REPLAYS = 32,
    parameter int DEPTH = 16
) (
    input logic clk,
    input logic rst,
    input logic [WIDTH-1:0] data_in,
    input logic             valid_in,
    input logic             img_data_last,
    output logic            ready_in,
    output logic [WIDTH-1:0] data_out,
    output logic             valid_out,
    output logic             img_last_out,
    input  logic             ready_out
);
    localparam int BEATS_PER_IMAGE = (INPUTS + WIDTH - 1) / WIDTH;
    logic [WIDTH-1:0] fifo [0:DEPTH-1][0:BEATS_PER_IMAGE-1];
    logic [$clog2(DEPTH)-1:0] wr_img_ptr, rd_img_ptr;
    logic [$clog2(BEATS_PER_IMAGE)-1:0] wr_beat_idx, rd_beat_idx;
    logic [$clog2(NUM_REPLAYS)-1:0] replay_idx;
    logic [$clog2(DEPTH+1)-1:0] img_count, img_count_next;
    logic fifo_full, fifo_empty;
    logic write_done, read_done;
    assign fifo_full = (img_count == DEPTH);
    assign fifo_empty = (img_count == 0);
    assign ready_in = !fifo_full;
    always_comb begin
        write_done    = valid_in && ready_in && img_data_last;
        read_done     = (!fifo_empty && ready_out && (rd_beat_idx == BEATS_PER_IMAGE-1) && (replay_idx  == NUM_REPLAYS-1));
        img_count_next = img_count;
        case ({write_done, read_done})
            2'b10: img_count_next = img_count + 1'b1;
            2'b01: img_count_next = img_count - 1'b1;
            default: img_count_next = img_count;
        endcase
    end
    always_ff @(posedge clk or posedge rst) begin
        if(rst) begin
            wr_img_ptr <= '0;
            rd_img_ptr <= '0;
            wr_beat_idx <= '0;
            rd_beat_idx  <= '0;
            replay_idx   <= '0;
            img_count    <= '0;
            data_out     <= '0;
            valid_out    <= 1'b0;
            img_last_out <= 1'b0;
        end
        else begin
            valid_out <= 1'b0;
            img_last_out <= 1'b0;
            img_count <= img_count_next;
            if(valid_in && ready_in) begin
                fifo[wr_img_ptr][wr_beat_idx] <= data_in;
                wr_beat_idx <= wr_beat_idx + 1'b1;
                if(img_data_last) begin
                    wr_beat_idx <= '0;
                    wr_img_ptr <= wr_img_ptr + 1'b1;
                end
            end
            if(!fifo_empty && ready_out) begin
                img_last_out <= 1'b0;
                data_out <= fifo[rd_img_ptr][rd_beat_idx];
                valid_out <= 1'b1;
                rd_beat_idx <= rd_beat_idx + 1'b1;
                if(rd_beat_idx == BEATS_PER_IMAGE-1 && replay_idx == NUM_REPLAYS-1) begin
                    img_last_out <= 1'b1;
                    rd_beat_idx <= '0;
                    rd_img_ptr <= rd_img_ptr + 1'b1;
                    replay_idx <= '0;
                end
                else if (rd_beat_idx == BEATS_PER_IMAGE-1) begin
                    rd_beat_idx <= '0;
                    replay_idx <= replay_idx + 1'b1;
                end
            end
        end
    end
endmodule
```
`flow/run.sh`:
```
#!/bin/bash
# OpenROAD 26Q1-2900-gdf79404cd8, Yosys 0.63+post, stock flow scripts
make -C /OpenROAD-flow-scripts/flow DESIGN_CONFIG=/design/flow/config.mk WORK_HOME=/design/flow/orfs finish
```
==> flow_summary_export.csv <==
group,metric,value,unit
grt,grt_usage,102.8,%
logic_synthesis,edf_count,12540,
placed_design,dpl.hpwl,3287,mm
floorplanning,rows,396,
logic_synthesis,yosysWarnings,2,
logic_synthesis,ys_seq_elements,12590,
run_status,status,"did not finish",
placed_design,port_buffers,39,
floorplanning,fp.dieW,1.083,mm
placed_design,dp.cells,45540,
run_status,firstError,"[ERROR GRT-0116] Global routing finished with congestion. Check the congestion regions in the DRC Viewer.",
clock_tree,cts_buffer_depth,5,
floorplanning,die_h,1.083,mm
logic_synthesis,yosysCellCount,26850,
logic_synthesis,async_flop_share,0.3812,%
logic_synthesis,ys_chip_area,467500,um^2
floorplanning,fp-utilization,40.17,%
logic_synthesis,synth.area.top_cells,"edfxtp_1 81%, a22oi_1 5.6%, nor3_1 1.5%, a22o_1 1.3%, nand4_1 1.1%",
grt,gr-total-overflow,176600,
logic_synthesis,syn_inst,26850,
logic_synthesis,yosysSeqAreaShare,80.83,%
clock_tree,cts-root-buf,"clkbuf_16",
clock_tree,clock_sinks,12590,
floorplanning,num_io_pins,40,
clock_tree,post_cts_buffers,0,
placed_design,gp_congestion,1.985,
logic_synthesis,ff_type,"edfxtp_1",
clock_tree,cts_buffers,1223,
grt,grt_pass1_vias,523500,
logic_synthesis,ys_types,101,
logic_synthesis,syn_avg_cell_area,17.41,um^2
grt,grt_start_max_net_pins,114,
clock_tree,cts_hold_buffers,0,
logic_synthesis,synth.top_cell.area_share,80.58,%
run_status,haltStage,"5_1_grt",
grt,grt_pass1_wl,6952,mm
clock_tree,htreeDepth,7,
clock_tree,cts_resized,0,
placed_design,place_area,529400,um^2
logic_synthesis,netlist_area,467500,um^2
logic_synthesis,largest_area_cell,"edfxtp_1",
-- synthesized netlist by cell type, types with 27 or more instances --
master / instances
a222oi_1: 391
dfrtp_1: 48
edfxtp_1: 12540
nand4_1: 847
clkbuf_1: 1270
and3_1: 168
a22oi_1: 3459
buf_1: 161
inv_1: 35
buf_2: 198
a221oi_1: 562
nor4_1: 338
and4_1: 136
nor2_1: 785
nand2_1: 1046
a22o_1: 708
xnor2_1: 27
a32oi_1: 219
a2111oi_0: 111
a211oi_1: 85
o21ai_0: 168
o211ai_1: 31
o22ai_1: 74
nor3_1: 1442
ha_1: 48
a21oi_1: 347
a31oi_1: 44
o2bb2ai_1: 51
or4_1: 106
a32o_1: 70
nand3_1: 875
a221o_1: 78
-- through the flow --
step	hold slack [ps]	worst slack, ps	power, mW
after global placement	511.9	5811	38.58
after detailed placement	503.3	7580	38.52
after CTS	523.4	7599	61.34
after floorplan	431.3	13260	32.12
-- kinds of logic after synthesis --
| family | count (synthesis) | share of synthesized area, % |
|---|---|---|
| AOI/OAI and AO/OA | 6605 | 11.10 |
| muxes | 33 | 0.07387 |
| xor gates and xnor gates | 41 | 0.07682 |
| and+or+nand+nor | 5861 | 6.379 |
| adders and majority gates | 51 | 0.1413 |
| buffers and inverters | 1668 | 1.395 |
| DFF | 12590 | 80.83 |
-- metal layers --
| layer | overflow | track usage, % |
|---|---|---|
| met1 | 61160 | 110.0 |
| met2 | 82510 | 120.0 |
| met3 | 17510 | 85.81 |
| met4 | 13490 | 86.65 |
| met5 | 1899 | 76.49 |
Power is estimated from default activity; no workload was simulated.
