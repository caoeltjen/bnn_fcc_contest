===== run.sh =====
#!/bin/bash
# OpenROAD 26Q1-2900-gdf79404cd8, Yosys 0.63+post, stock flow scripts
make -C /OpenROAD-flow-scripts/flow DESIGN_CONFIG=/design/flow/config.mk WORK_HOME=/design/flow/orfs finish

===== config.mk =====
export PLATFORM = sky130hd
export DESIGN_NAME = shift_reg
export DESIGN_NICKNAME = shift_reg
export VERILOG_FILES = /design/flow/design.v
export SDC_FILE = /design/flow/constraint.sdc
export NUM_CORES = 4
export LEC_CHECK = 1
export CORE_UTILIZATION = 40

===== constraint.sdc =====
current_design shift_reg

set clk_period 7.4
set clk_io_pct 0.2

create_clock -name clk0 -period $clk_period [get_ports {clk}]

set non_clock_inputs [all_inputs -no_clocks]
set_input_delay [expr $clk_period * $clk_io_pct] -clock clk0 $non_clock_inputs
set_output_delay [expr $clk_period * $clk_io_pct] -clock clk0 [all_outputs]

===== design.v =====
module shift_reg #(
    parameter int WIDTH = 64,
    parameter int DEPTH = 3,
    parameter bit ALIGN_TO_BYTES_PER_NEURON = 1'b0
)(
    input  logic                  clk,
    input  logic                  rst,
    input  logic                  shift_in_valid,
    input  logic [(WIDTH/8)-1:0]  shift_in_keep,
    input  logic [WIDTH-1:0]      shift_in_data,
    input  logic                  shift_in_last,
    input  logic [7:0]            msg_type,
    input  logic                  msg_type_valid,
    input  logic [15:0]           bytes_per_neuron,
    input  logic                  bytes_per_neuron_valid,
    output logic                  shift_in_ready,
    output logic                  shift_out_valid,
    output logic [WIDTH-1:0]      shift_out_data,
    output logic [(WIDTH/8-1):0]  shift_out_keep,
    output logic                  shift_out_last,
    input  logic                  shift_out_ready
);
    localparam int BYTE_LANES = WIDTH / 8;
    generate
        if (!ALIGN_TO_BYTES_PER_NEURON) begin : GEN_BEAT_FIFO
            localparam int COUNT_W = $clog2(DEPTH+1);
            logic [WIDTH-1:0] fifo[DEPTH-1:0];
            logic [BYTE_LANES-1:0] fifo_keep[DEPTH-1:0];
            logic fifo_last[DEPTH-1:0];
            logic [COUNT_W-1:0] count;
            logic [WIDTH-1:0] masked_in_data;
            logic unused_cfg_inputs;
            logic push;
            logic pop;
            always_comb begin
                masked_in_data = '0;
                for (int i = 0; i < BYTE_LANES; i++) begin
                    if (shift_in_keep[i]) begin
                        masked_in_data[i*8 +: 8] = shift_in_data[i*8 +: 8];
                    end else begin
                        masked_in_data[i*8 +: 8] = '0;
                    end
                end
            end
            assign unused_cfg_inputs = msg_type_valid ^ (^msg_type) ^ bytes_per_neuron_valid ^ (^bytes_per_neuron);
            assign shift_in_ready  = (count < COUNT_W'(DEPTH));
            assign shift_out_valid = (count > 0);
            assign push = shift_in_valid && shift_in_ready;
            assign pop  = shift_out_valid && shift_out_ready;
            always_comb begin
                shift_out_data = '0;
                shift_out_keep = '0;
                shift_out_last = 1'b0;
                if (count > 0) begin
                    shift_out_data = fifo[count-1];
                    shift_out_keep = fifo_keep[count-1];
                    shift_out_last = fifo_last[count-1];
                end
            end
            always_ff @(posedge clk or posedge rst) begin
                if (rst) begin
                    count <= '0;
                    for (int i = 0; i < DEPTH; i++) begin
                        fifo[i] <= '0;
                        fifo_keep[i] <= '0;
                        fifo_last[i] <= 1'b0;
                    end
                end else begin
                    if (push) begin
                        for (int i = DEPTH-1; i > 0; i--) begin
                            fifo[i] <= fifo[i-1];
                            fifo_keep[i] <= fifo_keep[i-1];
                            fifo_last[i] <= fifo_last[i-1];
                        end
                        fifo[0] <= masked_in_data;
                        fifo_keep[0] <= shift_in_keep;
                        fifo_last[0] <= shift_in_last;
                    end
                    case ({push, pop})
                        2'b10: count <= count + 1'b1;
                        2'b01: count <= count - 1'b1;
                        default: count <= count;
                    endcase
                end
            end
        end else begin : GEN_BYTE_ALIGN
            localparam int COUNT_W = $clog2(DEPTH+1);
            localparam int BYTES_W = $clog2(BYTE_LANES+1);
            logic [WIDTH-1:0] fifo[DEPTH-1:0];
            logic [BYTE_LANES-1:0] fifo_keep[DEPTH-1:0];
            logic fifo_last[DEPTH-1:0];
            logic [COUNT_W-1:0] count;
            logic [WIDTH-1:0] masked_in_data;
            logic push;
            logic pop;
            logic align_mode_r;
            logic [1:0] header_beats_remaining_r;
            logic [15:0] aligned_bytes_per_neuron_r;
            logic [15:0] bytes_left_in_neuron_r;
            logic aligned_out_valid;
            logic [WIDTH-1:0] aligned_out_data;
            logic [BYTE_LANES-1:0] aligned_out_keep;
            logic aligned_out_last;
            logic use_aligned_output;
            logic [BYTE_LANES-1:0] consume_mask[DEPTH-1:0];
            logic [WIDTH-1:0] remainder_data[DEPTH-1:0];
            logic [BYTE_LANES-1:0] remainder_keep[DEPTH-1:0];
            logic [BYTES_W-1:0] aligned_bytes_emitted;
            logic [15:0] bytes_needed;
            logic [15:0] total_valid_bytes;
            logic message_last_seen;
            logic should_align_next;
            logic [15:0] next_bytes_per_neuron;
            always_comb begin
                masked_in_data = '0;
                for (int i = 0; i < BYTE_LANES; i++) begin
                    if (shift_in_keep[i]) begin
                        masked_in_data[i*8 +: 8] = shift_in_data[i*8 +: 8];
                    end else begin
                        masked_in_data[i*8 +: 8] = '0;
                    end
                end
            end
            always_comb begin
                should_align_next = align_mode_r;
                next_bytes_per_neuron = aligned_bytes_per_neuron_r;
                if (msg_type_valid) begin
                    if (msg_type != 8'd0) begin
                        should_align_next = 1'b0;
                        next_bytes_per_neuron = '0;
                    end else if (bytes_per_neuron_valid && (bytes_per_neuron != 16'd0)) begin
                        should_align_next = 1'b1;
                        next_bytes_per_neuron = bytes_per_neuron;
                    end
                end
            end
            always_comb begin
                int unsigned out_idx;
                int unsigned rem_idx;
                aligned_out_valid = 1'b0;
                aligned_out_data = '0;
                aligned_out_keep = '0;
                aligned_out_last = 1'b0;
                aligned_bytes_emitted = '0;
                bytes_needed = bytes_left_in_neuron_r;
                total_valid_bytes = '0;
                message_last_seen = 1'b0;
                if ((bytes_needed == '0) || (bytes_needed > BYTE_LANES)) begin
                    bytes_needed = BYTE_LANES;
                end
                for (int entry = 0; entry < DEPTH; entry++) begin
                    consume_mask[entry] = '0;
                    remainder_data[entry] = '0;
                    remainder_keep[entry] = '0;
                end
                out_idx = 0;
                for (int entry = DEPTH-1; entry >= 0; entry--) begin
                    if (entry < count) begin
                        total_valid_bytes += 16'($countones(fifo_keep[entry]));
                        message_last_seen |= fifo_last[entry];  
                        for (int lane = 0; lane < BYTE_LANES; lane++) begin
                            if (fifo_keep[entry][lane] && (out_idx < bytes_needed)) begin
                                aligned_out_data[out_idx*8 +: 8] = fifo[entry][lane*8 +: 8];
                                aligned_out_keep[out_idx] = 1'b1;
                                consume_mask[entry][lane] = 1'b1;
                                out_idx++;
                            end
                        end
                    end
                end
                aligned_bytes_emitted = BYTES_W'(out_idx);
                aligned_out_valid = (out_idx != 0) &&
                                    (out_idx >= bytes_needed ||
                                     (message_last_seen && (total_valid_bytes == out_idx)));
                aligned_out_last = aligned_out_valid && message_last_seen && (total_valid_bytes == out_idx);
                for (int entry = 0; entry < DEPTH; entry++) begin
                    rem_idx = 0;
                    if (entry < count) begin
                        for (int lane = 0; lane < BYTE_LANES; lane++) begin
                            if (fifo_keep[entry][lane] && !consume_mask[entry][lane]) begin
                                remainder_data[entry][rem_idx*8 +: 8] = fifo[entry][lane*8 +: 8];
                                remainder_keep[entry][rem_idx] = 1'b1;
                                rem_idx++;
                            end
                        end
                    end
                end
            end
            assign shift_in_ready  = (count < COUNT_W'(DEPTH));
            assign push = shift_in_valid && shift_in_ready;
            assign use_aligned_output = align_mode_r && (header_beats_remaining_r == 2'd0);
            assign pop  = shift_out_valid && shift_out_ready;
            assign shift_out_valid = use_aligned_output ? aligned_out_valid : (count > 0);
            always_comb begin
                shift_out_data = '0;
                shift_out_keep = '0;
                shift_out_last = 1'b0;
                if (use_aligned_output) begin
                    shift_out_data = aligned_out_data;
                    shift_out_keep = aligned_out_keep;
                    shift_out_last = aligned_out_last;
                end else if (count > 0) begin
                    shift_out_data = fifo[count-1];
                    shift_out_keep = fifo_keep[count-1];
                    shift_out_last = fifo_last[count-1];
                end
            end
            always_ff @(posedge clk or posedge rst) begin
                if (rst) begin
                    count <= '0;
                    align_mode_r <= 1'b0;
                    header_beats_remaining_r <= 2'd2;
                    aligned_bytes_per_neuron_r <= '0;
                    bytes_left_in_neuron_r <= '0;
                    for (int i = 0; i < DEPTH; i++) begin
                        fifo[i] <= '0;
                        fifo_keep[i] <= '0;
                        fifo_last[i] <= 1'b0;
                    end
                end else begin
                    logic [WIDTH-1:0] next_fifo[DEPTH-1:0];
                    logic [BYTE_LANES-1:0] next_fifo_keep[DEPTH-1:0];
                    logic next_fifo_last[DEPTH-1:0];
                    int unsigned next_count;
                    for (int i = 0; i < DEPTH; i++) begin
                        next_fifo[i] = '0;
                        next_fifo_keep[i] = '0;
                        next_fifo_last[i] = 1'b0;
                    end
                    next_count = 0;
                    if (use_aligned_output && pop) begin
                        for (int src = 0; src < DEPTH; src++) begin
                            if (src < count) begin
                                if (remainder_keep[src] != '0) begin
                                    next_fifo[next_count] = remainder_data[src];
                                    next_fifo_keep[next_count] = remainder_keep[src];
                                    next_fifo_last[next_count] = fifo_last[src];
                                    next_count++;
                                end
                            end
                        end
                    end else if (pop) begin
                        for (int src = 0; src < DEPTH-1; src++) begin
                            if ((src + 1) < count) begin
                                next_fifo[src] = fifo[src];
                                next_fifo_keep[src] = fifo_keep[src];
                                next_fifo_last[src] = fifo_last[src];
                            end
                        end
                        next_count = count - 1'b1;
                    end else begin
                        for (int src = 0; src < DEPTH; src++) begin
                            if (src < count) begin
                                next_fifo[src] = fifo[src];
                                next_fifo_keep[src] = fifo_keep[src];
                                next_fifo_last[src] = fifo_last[src];
                            end
                        end
                        next_count = count;
                    end
                    if (push) begin
                        for (int i = DEPTH-1; i > 0; i--) begin
                            next_fifo[i] = next_fifo[i-1];
                            next_fifo_keep[i] = next_fifo_keep[i-1];
                            next_fifo_last[i] = next_fifo_last[i-1];
                        end
                        next_fifo[0] = masked_in_data;
                        next_fifo_keep[0] = shift_in_keep;
                        next_fifo_last[0] = shift_in_last;
                        next_count++;
                    end
                    for (int i = 0; i < DEPTH; i++) begin
                        fifo[i] <= next_fifo[i];
                        fifo_keep[i] <= next_fifo_keep[i];
                        fifo_last[i] <= next_fifo_last[i];
                    end
                    count <= COUNT_W'(next_count);
                    if (pop && (header_beats_remaining_r != 2'd0)) begin
                        header_beats_remaining_r <= header_beats_remaining_r - 1'b1;
                    end
                    if (msg_type_valid && ((msg_type != 8'd0) || bytes_per_neuron_valid)) begin
                        align_mode_r <= should_align_next;
                        if (should_align_next) begin
                            aligned_bytes_per_neuron_r <= next_bytes_per_neuron;
                            bytes_left_in_neuron_r <= next_bytes_per_neuron;
                        end else begin
                            aligned_bytes_per_neuron_r <= '0;
                            bytes_left_in_neuron_r <= '0;
                        end
                    end else if (use_aligned_output && pop) begin
                        if (aligned_out_last) begin
                            align_mode_r <= 1'b0;
                            aligned_bytes_per_neuron_r <= '0;
                            bytes_left_in_neuron_r <= '0;
                        end else if (aligned_bytes_emitted == bytes_left_in_neuron_r) begin
                            bytes_left_in_neuron_r <= aligned_bytes_per_neuron_r;
                        end else begin
                            bytes_left_in_neuron_r <= bytes_left_in_neuron_r - 16'(aligned_bytes_emitted);
                        end
                    end else if (!align_mode_r && pop && shift_out_last) begin
                        aligned_bytes_per_neuron_r <= '0;
                        bytes_left_in_neuron_r <= '0;
                    end
                    if (pop && shift_out_last) begin
                        header_beats_remaining_r <= 2'd2;
                    end
                end
            end
        end
    endgenerate
endmodule

==> impl_metrics.yaml <==
# physical design summary
logic_synthesis:
  synthDominantCellAreaShare: 0.5191
  synth_area_um2: 10650
  synth_area_per_cell_um2: 12.16
  yosysUniqueCellTypes: 22
  syn_inst: 876
  ys_cells: 876
  synth_flop_count: 221
  edf_count: 0
  synth_warnings: 4
  yosys_area_um2: 10650
  yosysTopAreaCell: "dfrtp_1"
  ys_top_cells_by_area: "dfrtp_1 (52%), mux2_2 (13%), mux2i_1 (6.0%)"
  ys_seq_share: 0.5191
  async_reset_ff_frac: 1.000
  synth-main-ff-cell: "dfrtp_1"
cts:
  cts_inserted_buffers: 25
  cts.sinks: 221
  clkLatencyLatePin_ns: 0.52
  cts_tree: "yes"
  root_buffer: "clkbuf_16"
  post_cts_buffers: 0
  clk_pin_slew_ns: 0.06
  clk_path_buf_depth: 3
  hold_buffers: 0
  cts_resized: 0
  cts-htree-levels: 1
critical_path:
  worst-path-buf-inv: 3
  crit_type: "reg2out"
  critPathTopFamily: "buffers and inverters"
  crit_required_ns: 5.92
  cp-start-kind: "flop"
  cp.arrival_ns: 3.47
  crit_chain: "inv_1 -> ha_4 -> buf_4 -> a22oi_1 -> a21oi_1 -> clkdlybuf4s50_1"
  cp_max_fo: 78
  reg2reg_slack_ns: 4.80
  cpPeakStageDelay_ns: 0.72
  crit_path_top_delay_cell: "buf_4"
  cp-end-kind: "output port"
grt:
  grt_use_total: 0.1728
  grt_max_degree: 129
  grt-ovfl-total: 0
  grt_pass1_vias: 6947
  antenna_found_initial: 0
  grt_pass1_wl_mm: 36.18
route:
  firstDrtPassIters: 4
  ant_nets: 0
  wl_per_cell_um: 16.33
  diodes: 0
  drcViolationCount: 0
  wl_mm: 21.93
  num_vias: 6829
  vias_per_cell: 5.085
  drt_iter0_drc: 288
pwr:
  irDropWorstVdd_uv: 218.3
  p_per_area_nw_per_um2: 412.0
  leakage_nw: 5.792
floorplanning:
  dieHeight_um: 165.2
  initial_utilization: 0.4088
  core.rowCount: 59
  pin_count: 178
  die_w_um: 165.2
  core-area_um2: 26060
  chip_area_um2: 27290
final_timing:
  fin_skew_ns: 0.01799
  max_freq_mhz: 202.2
  rsz0062_at_grt: "false"
  min_period_ns: 4.946
  fin_tns_setup_ns: 0
  fin_crit_sh: 0.6683
  max_slew_margin: 0.4740
  hold_viol: 0
  setup_viol: 0
  worstMarginPinSlew_ns: 0.7890
  finalMaxSlewViolations: 0
  hold_slack_ns: 0.5048
status:
  status: "complete, no violations"
cells_and_area:
  layout_top_cell: "dfrtp_1"
  drive_gt1_frac: 0.2202
  mostFrequentLayoutCells: "dfrtp_1 (221), clkdlybuf4s50_1 (151), mux2_2 (119), a22oi_1 (73), a21oi_1 (73)"
  area_growth_pct: 22.71
place:
  globalplace.congestion: 0.7381
  place_hpwl_mm: 12.24
  io_buffers: 151
run:
  warnings: 56
  drv_cap: 0
hold_path:
  hold_path.class: "reg2reg"
## Yosys cell counts (14+ instances only)
cell      number
dfrtp_1      221
mux2_2       119
a21oi_1       73
a22oi_1       73
inv_1         69
nand2_1       65
mux2i_1       64
or3b_1        60
mux2_4        36
clkbuf_1      22
buf_2         20
buf_6         14
## per-layer routing
layer  vias to the layer above  wire length, µm  global-route usage  share of wire
li1                       3295                -                   -              -
met1                      3382            10570              0.2722           0.48
met2                       118             9878              0.2626           0.45
met3                        34             1073             0.03234          0.049
met4                         0              411             0.02836          0.019
met5                         -                0                   0              0
## where the power goes
part	leakage, nW	total, W	internal [W]	switching (W)
sequential	2.81	0.00204	0.00172	0.000315
combinational	2.59	0.00216	0.00129	0.000876
clock	0.391	0.00119	0.000710	0.000475
## cells by family (layout without fill, tap and decap cells)
family / after synthesis / after routing / share of synthesized area
buf+inv: 142 / 274 / 0.06624
fa+ha+maj: 5 / 5 / 0.005872
simple gates: 140 / 140 / 0.08432
mux: 219 / 219 / 0.2366
compound gates: 147 / 147 / 0.08620
flops: 221 / 221 / 0.5191
xor+xnor: 2 / 2 / 0.001644
## state kept, by name, indices dropped and copies added (netlist names)
| register | flops |
|---|---|
| GEN_BEAT_FIFO.fifo | 192 |
| GEN_BEAT_FIFO.fifo_keep | 24 |
| GEN_BEAT_FIFO.fifo_last | 3 |
| GEN_BEAT_FIFO.count | 2 |
## final timing paths
check / start / to / depth (start not counted)
max: GEN_BEAT_FIFO.count[0]$_DFFE_PP0P_ / shift_out_data[53] / 6
min: GEN_BEAT_FIFO.fifo[2][7]$_DFFE_PP0P_ / GEN_BEAT_FIFO.fifo[2][7]$_DFFE_PP0P_ / 1
max reg2reg: GEN_BEAT_FIFO.count[1]$_DFFE_PP0P_ / GEN_BEAT_FIFO.fifo[2][60]$_DFFE_PP0P_ / 5
min reg2reg: GEN_BEAT_FIFO.fifo[2][7]$_DFFE_PP0P_ / GEN_BEAT_FIFO.fifo[2][7]$_DFFE_PP0P_ / 1
max in group asynchronous: rst / GEN_BEAT_FIFO.fifo[2][33]$_DFFE_PP0P_ / 4
min in group asynchronous: rst / GEN_BEAT_FIFO.fifo[0][12]$_DFFE_PP0P_ / 2
## per-stage QoR
step | total power (W) | setup WS (ns) | util | area [µm²] | instances
3_5_place_dp | 0.004243 | 2.947 | 0.4716 | 12290 | 1301
2_1_floorplan | 0.003371 | 3.038 | - | 10660 | 876
3_3_place_gp | 0.004213 | 2.965 | 0.4716 | 12290 | 1301
5_1_grt | 0.005780 | 2.185 | 0.5017 | 13070 | 1343
4_1_cts | 0.005473 | 2.396 | 0.5017 | 13070 | 1343
6_report | 0.005387 | 2.454 | 0.5017 | 13070 | 1343
## worst register-to-register path, cell delays in order (launching register included)
cell     delay (ns)
dfrtp_1        0.47
ha_1           0.28
nor2b_4        0.18
buf_12         0.46
buf_4          0.73
mux2_4         0.39
## layout make-up
cell class | count | area [µm²]
Timing Repair Buffer | 162 | 1619
Sequential cell | 221 | 5530
Tap cell | 335 | 419.2
Fill cell | 2249 | 12990
Multi-Input combinational cell | 513 | 4451
Clock inverter | 6 | 58.81
Clock buffer | 36 | 726.9
Inverter | 70 | 269.0
Power is estimated from default activity; no workload was simulated.
